==> run.sh <==
#!/bin/bash
# OpenROAD 26Q1-2900-gdf79404cd8, Yosys 0.63+post, stock flow scripts
make -C /OpenROAD-flow-scripts/flow DESIGN_CONFIG=/design/flow/config.mk WORK_HOME=/design/flow/orfs finish
==> config.mk <==
export PLATFORM = sky130hd
export DESIGN_NAME = RAM
export DESIGN_NICKNAME = RAM
export VERILOG_FILES = /design/flow/design.v
export SDC_FILE = /design/flow/constraint.sdc
export NUM_CORES = 4
export LEC_CHECK = 1
export CORE_UTILIZATION = 50
==> constraint.sdc <==
current_design RAM

set clk_period 14.7
set clk_io_pct 0.2

create_clock -name clk0 -period $clk_period [get_ports {clk}]

set non_clock_inputs [all_inputs -no_clocks]
set_input_delay [expr $clk_period * $clk_io_pct] -clock clk0 $non_clock_inputs
set_output_delay [expr $clk_period * $clk_io_pct] -clock clk0 [all_outputs]
==> design.v <==
`timescale 1ns / 1ps
module RAM #( parameter DATA_WIDTH = 8, ADDRESS_WIDTH = 8, DEPTH = 256, MEMFILE = "") (
    input wire                     clk,
    input wire                     wEn,
    input wire [ADDRESS_WIDTH-1:0] addr,
    input wire [DATA_WIDTH-1:0]    dataIn,
    output reg [DATA_WIDTH-1:0]    dataOut);
    reg[DATA_WIDTH-1:0] MemoryArray[0:DEPTH-1];
    initial begin
        if(MEMFILE > 0) begin
            $readmemh(MEMFILE, MemoryArray);
        end
    end
    always @(posedge clk) begin
        if(wEn) begin
            MemoryArray[addr] <= dataIn;
        end else begin
            dataOut <= MemoryArray[addr];
        end
    end
endmodule
==> results.txt <==
status: finished clean
I/O Buffers: 25
Die Area: 159000 um2
CTS tree: built
relative slew slack: 7.07%
tool warning count: 26
fin crit period: 7.33 ns
H-tree levels: 4
crit path DAT: 7.83 ns
DRC Markers: 0
1st-iter DRT viols: 2533
worst hold path class: flip-flop to flip-flop
initial antenna violation count: 0
Avg Synthesized Cell Area: 22.2 um2
endpoint class of the critical path: flip-flop
crit path kind: input pin to flip-flop
Vias/cell: 6.26
Core ar.: 156000 um2
Non-Filler Instances: 5934
routed len/inst: 32.2 um
clk slew on worst S/H paths: 0.06 ns
Synth Register Bits: 2056
first-pass GRT wire length: 281000 um
Final Skew: 0.0249 ns
LEAKAGE: 26.8 nW
Congestion Overflow GR: 0
final instance area: 88200 um2
area share, top type: 78.6%
WHS: 1.01 ns
HPWL after DPL: 116000 um
Worst-Margin Slew: 1.38 ns
final worst path period share: 49.9%
CP startpoint kind: input pin
Worst-Skew Late Latency: 0.83 ns
maxcap violations: 0
area of the mapped netlist: 78500 um2
worst-path maximum fanout: 52
placed cells: 5565
Cell variety after synth: 20
final WL: 191000 um
largest area contributor in the netlist: edfxtp_1
Synth-to-Final Area Change: 12.3%
routed via count: 37.2k
RSZ-0062 raised after global routing: no
floorplan core density: 50.3%
most frequent cells in the layout: 2056 x edfxtp_1, 512 x mux4_2, 256 x a22oi_1
placed cell area: 81700 um2
number of global-route vias before repair: 42.1k
peak supply drop: 0.000141 V
die height: 398 um
endpoints failing hold: 0
root buf cell: clkbuf_16
most numerous logic cell after layout: edfxtp_1
register area share after synthesis: 78.6%
Pwr per Cell Area: 136 nW/um2
share of cells above drive strength 1: 25.3%
Final Max Slew Viols: 0
largest net degree at the start of global routing: 88
top cells, area: edfxtp_1 79%, mux4_2 15%, a22oi_1 2.4%
Clock Path Buffers: 3
setup TNS: 0 ns
num rows: 145
Setup-failing EPs final: 0
CTS Sinks: 2056
Synth warnings: 1
IO Count: 26
1st-pass router iterations: 5
TritonCTS Buffers: 199
# resized after CTS: 0
post-layout util: 56.5%
ys cells: 3545
CP required: 15.20 ns
GRT Total Usage: 28.0%
synthesis area per yosys: 78500 um2
hold-fix buffers at CTS: 0
post-CTS setup buffer count: 0
Die Width: 398 um
fmax: 136 MHz
cells after synthesis: 3545
Placer Congestion: 0.889
ANT nets after route: 0
[sequential cells by signal, summed over array words and instances, names as in the netlist]
signal,count
MemoryArray,2048
dataOut,8
[path summary, 6_finish.rpt]
check                           startpoint                    to  slack, ns  cells after the start
max                                addr[0]  dataOut[2]$_DFFE_PN_       7.37                      9
min           MemoryArray[21][4]$_DFFE_PP_  dataOut[4]$_DFFE_PN_       1.01                      5
max reg2reg  MemoryArray[188][2]$_DFFE_PP_  dataOut[2]$_DFFE_PN_      11.57                      5
min reg2reg   MemoryArray[21][4]$_DFFE_PP_  dataOut[4]$_DFFE_PN_       1.01                      5
[per-layer routing]
layer | routed length [um] | vias to the layer above | global-route usage, %
met3 | 32100 | 324 | 21.1
li1 | - | 15400 | -
met5 | 95 | - | 0.515
met4 | 5740 | 4 | 6.28
met2 | 91200 | 2411 | 40.3
met1 | 62000 | 19000 | 36.6
[cells by family (layout without fill, tap and decap cells)]
group	after synthesis	after routing	share of synthesized area [%]
compound gates	416	416	3.62
simple gates	330	330	1.73
buf+inv	231	561	1.35
flops	2056	2056	78.6
other cells	0	1	0
mux	512	512	14.7
[report_power, final]
group	internal, W	leakage, nW	total (W)	switching (W)
registers	0.00647	18.5	0.00647	0.00000754
clock network	0.00288	3.14	0.00500	0.00212
logic	0.000183	5.15	0.000538	0.000355
total	0.00952	26.8	0.0120	0.00249
[synthesized netlist by cell type]
master and n:
nand2b_1 5, a22oi_1 256, nand3_1 17, buf_1 31, o41ai_1 32, nor2_1 234, clkbuf_1 140, or2_2 2
nor2b_1 8, buf_2 34, nand2_1 25, a21oi_1 128, nand4_1 9, mux4_2 512, nor3_1 27, inv_1 1
edfxtp_1 2056, buf_4 10, and2_1 3, buf_6 15
[stage by stage]
| step | total power (W) | setup WS (ns) |
|---|---|---|
| 2_1_floorplan | 0.00688 | 9.59 |
| 3_3_place_gp | 0.00713 | 6.33 |
| 3_5_place_dp | 0.00714 | 6.47 |
| 4_1_cts | 0.0121 | 7.35 |
| 5_1_grt | 0.0123 | 6.89 |
| 6_report | 0.0120 | 7.37 |
[area by class of cell]
cell class / instances / area, um2
Multi-Input combinational cell: 1258 / 15800
Fill cell: 11000 / 67900
Antenna cell: 1 / 2.50
Sequential cell: 2056 / 61700
Timing Repair Buffer: 192 / 1580
Inverter: 1 / 3.75
Clock buffer: 237 / 5160
Tap cell: 2058 / 2570
Clock inverter: 131 / 1280
[critical path, cell delays in order]
cell and delay (ns):
buf_8 0.45, buf_4 0.61, buf_4 0.62, buf_4 0.59
mux4_2 0.59, a22oi_1 0.26, a21oi_1 0.17, o41ai_1 1.19
nand4_1 0.22
Power figures rest on the tool's default switching activity, not on a simulated workload.
